==> flow/design.v <==
`timescale 1ns / 1ps
module uartrx #(parameter div=234)(
    input clk,
    input rst,
    input rxd,
    output reg [7:0] data,
    output reg req
    );
	reg startbit;
	reg [3:0] state,nextstate;
	wire uartbit;
	wire nextbit;
	reg [7:0] tempdata;
	wire shift;
	assign req1 = (nextstate == 0 & state == 10);
	always @(posedge clk or posedge rst) begin
		if(rst) data <= 0;
		else if(req1) data <= tempdata;
	end
        always @(posedge clk or posedge rst) begin
		if(rst) req <= 0;
                else req <= req1;
        end
	always @(posedge clk or posedge rst) begin
		if(rst) tempdata <= 0;
		else if(shift) tempdata <= { uartbit , tempdata[7:1] };
	end
	reg [3:0] inreg;
	wire [2:0] insum;
	always @(posedge clk or posedge rst) begin
		if(rst) inreg <= 4'hF;
		else inreg <= { inreg[2:0] , rxd };
	end
	assign insum = ( { 2'b00 , inreg[3] } + { 2'b00 , inreg[2] } + { 2'b00 , inreg[1] } + { 2'b00 , inreg[0] });
	assign uartbit = insum > 1; 
	reg [31:0] regcount;
	always @(posedge clk or posedge rst) begin
		if(rst) begin
                        startbit <= 0;
		        regcount <= 0;
		end
		else begin
			startbit <= 0;
			if(~uartbit & (state == 0) & (startbit == 0)) begin
		        	regcount <= div/2;
				startbit <= 1;
			end
			else if(regcount == (div-1)) regcount <= 0;
			else regcount <= regcount + 1;
		end
	end
	assign nextbit = (regcount == 0);
	always @(posedge clk or posedge rst) begin
		if(rst) state <= 0;
		else state <= nextstate;
	end
	always @(*) begin
		nextstate <= state;
		case(state)
			4'h0: begin
				if(startbit) nextstate <= 1;
			      end
			4'h1: if(nextbit) nextstate <=2;
			4'h2: if(nextbit) nextstate <=3;
			4'h3: if(nextbit) nextstate <=4;
			4'h4: if(nextbit) nextstate <=5;
			4'h5: if(nextbit) nextstate <=6;
			4'h6: if(nextbit) nextstate <=7;
			4'h7: if(nextbit) nextstate <=8;
			4'h8: if(nextbit) nextstate <=9;
			4'h9: if(nextbit) nextstate <=10;
			4'hA: if(nextbit) nextstate <= 0;
		endcase 
	end
	assign shift = nextbit & (state >= 2 && state <= 9);
endmodule
==> flow/run.sh <==
#!/bin/bash
# OpenROAD 26Q1-2900-gdf79404cd8, Yosys 0.63+post, stock flow scripts
make -C /OpenROAD-flow-scripts/flow DESIGN_CONFIG=/design/flow/config.mk WORK_HOME=/design/flow/orfs finish
==> flow/config.mk <==
export PLATFORM = sky130hd
export DESIGN_NAME = uartrx
export DESIGN_NICKNAME = uartrx
export VERILOG_FILES = /design/flow/design.v
export SDC_FILE = /design/flow/constraint.sdc
export NUM_CORES = 4
export LEC_CHECK = 1
export CORE_UTILIZATION = 50
==> flow/constraint.sdc <==
current_design uartrx

set clk_period 4.6
set clk_io_pct 0.2

create_clock -name clk0 -period $clk_period [get_ports {clk}]

set non_clock_inputs [all_inputs -no_clocks]
set_input_delay [expr $clk_period * $clk_io_pct] -clock clk0 $non_clock_inputs
set_output_delay [expr $clk_period * $clk_io_pct] -clock clk0 [all_outputs]
==> results_slide.txt <==
Run Summary

Synth
  – Yosys stat area: 0.003133 mm²
  – Sequential share of the synthesized area: 0.5212
  – Synth warnings: 2
  – Synth async-reset ratio: 1.000
  – # Cells Yosys: 277
  – Synth unique cells: 42
  – Post-synth top flop: dfrtp_1
  – Post-Syn Area: 0.003133 mm²
  – Post-synth EDFFs: 0
  – Cells after Synth: 277
  – Syn Area/Cell: 11.31 µm²
  – Flops after synth: 65

Critical path
  – Cell Chain, Critical Path: nor4_1 -> nand3_1 -> nor4_4 -> mux2_2
  – Crit path kind: reg2reg
  – CP bufs+invs: 0
  – Max stage delay on crit path: 610 ps
  – CP Data Required Time: 4820 ps
  – Arrival time at the worst endpoint: 2720 ps
  – Kind of end point of the critical path: register
  – Family with the most delay on the worst path: simple AND/OR/NAND/NOR gates
  – Slowest cell on the critical path: nor4_4
  – CP max FO: 8
  – Worst setup SP type: register

Detailed routing
  – Overall routed net length: 5885 µm
  – Initial DRC Count: 90
  – # DRC: 0
  – Via count: 2175
  – Number of vias per cell: 5.878
  – Post-DR wirelength/cell: 15.91 µm
  – Antenna fix cells: 0
  – Initial DRT Pass Iterations: 4
  – Antenna Violating Nets Remaining: 0

Finish
  – Finished Cell Area: 0.003468 mm²
  – Register area: 0.001633 mm²
  – Post-route insts no fill: 370
  – Layout cells sized above 1: 0.2034
  – Final Util: 0.5789
  – Logic area: 0.001368 mm²
  – Area growth syn-to-layout: 10.70%
  – Fill cell count: 499

Hold path
  – Tightest Hold Check Type: reg2reg

Flow run
  – OpenROAD warnings: 27
  – Max Cap Viol: 0

Power
  – Peak VDD IR: 0.2278 mV
  – Pwr Total: 1.072 mW
  – LEAKAGE: 1.483 nW
  – Cell Pwr Density: 309.1 mW/mm²

Floorplanning
  – Core ar.: 0.005991 mm²
  – Num ports: 12
  – Die Height: 81.16 µm
  – Row cnt: 28
  – Die width: 81.16 µm
  – Pre-Place Util: 0.5230
  – Total die size: 0.006587 mm²

Placement
  – Post-place setup slack: 2130 ps
  – Placed instance count: 354
  – Port bufs: 11
  – Post-DP Area: 0.003272 mm²
  – Routability Congestion: 0.7746
  – DP Wirelength: 3865 µm

Final timing
  – Skew final: 6.357 ps
  – Final tally of setup violations: 0
  – Final WS setup: 2100 ps
  – RSZ-0062 raised after global routing: no
  – Final worst path period share: 0.5435
  – Slew headroom: 0.5674
  – Final hold violations: 0
  – Slew Viols, Final: 0
  – Setup TNS: 0 ps
  – F_max: 400.0 MHz
  – Slew @ Worst Pin: 643.0 ps
  – Fin Hold WS: 365.0 ps
  – Final min period: 2500 ps

CTS
  – CTS root buffer: clkbuf_8
  – Clk latency of the worst-skew pair: 340 ps
  – Longest Clk Path Bufs: 2
  – CTS Buf Count: 9
  – CTS tree: built
  – CTS resizes: 0
  – Clock slew at reported path FFs: 70 ps
  – H-tree Lvls: 3
  – Sink Count: 65
  – # hold bufs at CTS: 0
  – Post-CTS Setup Repair Bufs: 0

GRT
  – Tot GR Track Use: 0.2105
  – First-pass GRT wire length: 10270 µm
  – Remaining global-route overflow: 0
  – Vias in the first global route: 2067
  – Largest net degree at the start of global routing: 39
  – Initial antenna violation count: 0

Run status
  – Status: finished clean
[path summary, 6_finish.rpt]
kind / start / endpoint / slack, ps / depth (start not counted)
setup / recovery: regcount[24]$_DFF_PP0_ / data[0]$_DFFE_PP0P_ / 2100 / 4
hold / removal: inreg[1]$_DFF_PP1_ / inreg[2]$_DFF_PP1_ / 370 / 0
setup reg to reg: regcount[24]$_DFF_PP0_ / data[0]$_DFFE_PP0P_ / 2100 / 4
hold reg to reg: inreg[1]$_DFF_PP1_ / inreg[2]$_DFF_PP1_ / 370 / 0
max in group asynchronous: rst / regcount[29]$_DFF_PP0_ / 2760 / 3
min in group asynchronous: rst / data[2]$_DFFE_PP0P_ / 950 / 2
[cells by family after synthesis]
family | after synthesis | share of synthesized area
simple gates | 103 | 0.2105
flops | 65 | 0.5212
compound gates | 42 | 0.07868
mux | 25 | 0.08986
buf+inv | 24 | 0.04233
xor+xnor | 14 | 0.03914
fa+ha+maj | 4 | 0.01837
[layer usage]
| metal | global-route usage | part of all wire |
|---|---|---|
| met1 | 0.3575 | 0.51 |
| met2 | 0.3050 | 0.44 |
| met3 | 0.02965 | 0.029 |
| met4 | 0.03393 | 0.019 |
| met5 | 0 | 0 |
[power breakdown]
part	total (mW)	internal, mW	switching [mW]
Combinational	0.0163	0.00349	0.0128
Sequential	0.575	0.575	0.000726
Clock	0.480	0.263	0.217
Total	1.07	0.841	0.231
[Yosys cell counts, types with 3 or more instances]
master / count / area share
and4_1: 5 / 0.014
inv_1: 12 / 0.014
nor4_1: 13 / 0.026
a21oi_1: 15 / 0.024
nor3_1: 4 / 0.0064
xor2_1: 6 / 0.017
mux2_2: 25 / 0.090
dfstp_2: 5 / 0.042
nand4_1: 14 / 0.028
nand2_1: 11 / 0.013
o31ai_1: 9 / 0.022
o21ai_0: 13 / 0.021
or3_2: 3 / 0.0072
xnor2_1: 8 / 0.022
nand3_1: 11 / 0.018
clkbuf_1: 4 / 0.0048
dfrtp_1: 60 / 0.48
ha_1: 3 / 0.012
clkbuf_8: 3 / 0.013
or4_1: 10 / 0.024
nor2_1: 15 / 0.018
[layout by cell type (no fill, tap or decap), drive strengths merged]
master,netlist,final
nand4b,1,1
o41ai,1,1
nand2,11,11
xor2,6,6
nand3,12,12
o31ai,9,9
buf,3,3
or3,5,5
nor2b,2,2
fa,1,1
a21oi,15,15
nor2,15,15
a21o,1,1
nand3b,2,2
a31oi,1,1
o211ai,1,1
bufinv,0,1
or4,11,11
nor3,4,4
dfstp,5,5
clkdlybuf4s50,0,11
inv,12,12
dfrtp,60,60
clkbuf,9,11
and3,3,3
clkinv,0,2
o21ai,14,14
nor4bb,1,1
mux2,25,25
nor4,15,15
and4,5,5
clkinvlp,0,2
ha,3,3
nand4,16,16
xnor2,8,8
[area by class of cell]
type                       instances  share of cell area
clock buffer                      11             0.04076
multi-input combinational        188              0.3943
clock inverter                     5             0.01587
sequential                        65              0.4708
timing repair buffer              14             0.03824
tap                               75             0.02706
inverter                          12             0.01299
Power and IR drop assume default switching activity.
